==> ./run.sh <==
#!/bin/bash
# OpenROAD 26Q1-2900-gdf79404cd8, Yosys 0.63+post, stock flow scripts
make -C /OpenROAD-flow-scripts/flow DESIGN_CONFIG=/design/flow/config.mk WORK_HOME=/design/flow/orfs finish
==> ./config.mk <==
export PLATFORM = sky130hd
export DESIGN_NAME = i2s_to_tdm
export DESIGN_NICKNAME = i2s_to_tdm
export VERILOG_FILES = /design/flow/design.v
export SDC_FILE = /design/flow/constraint.sdc
export NUM_CORES = 4
export LEC_CHECK = 1
export CORE_UTILIZATION = 30
==> ./constraint.sdc <==
current_design i2s_to_tdm

set clk_period 7.6
set clk_io_pct 0.2

create_clock -name clk0 -period $clk_period [get_ports {in_mclk}]

set non_clock_inputs [all_inputs -no_clocks]
set_input_delay [expr $clk_period * $clk_io_pct] -clock clk0 $non_clock_inputs
set_output_delay [expr $clk_period * $clk_io_pct] -clock clk0 [all_outputs]
==> ./design.v <==
module i2s_rx
#(
	parameter G_BITS = 16
)(
	input wire in_mclk,
	input wire in_sclk,
	input wire in_fclk,
	input wire in_din,
	output logic [G_BITS-1 : 0] out_frame_left,
	output logic [G_BITS-1 : 0] out_frame_right,
	output out_frame_strobe
);
	logic [G_BITS-1 : 0] frame_left;
	logic [G_BITS-1 : 0] frame_right;
	logic sclk;
	logic fclk;
	logic din;
	logic sclk_q;
	logic fclk_internal;
	logic fclk_internal_q;
	enum {IDLE, LEFT, RIGHT} state;
	int index;
	initial begin
		state = IDLE;
		out_frame_left = 0;
		out_frame_right = 0;
		frame_left = 0;
		frame_right = 0;
		out_frame_strobe = 0;
		sclk_q = 0;
		fclk_internal = 0;
		fclk_internal_q = 0;
	end
	always_ff @ (posedge in_mclk) begin
		sclk <= in_sclk;
		fclk <= in_fclk;
		din <= in_din;
		out_frame_strobe <= 0;   
		sclk_q <= sclk;
		if (sclk_q == 0 && sclk == 1) begin
			fclk_internal <= fclk;
		end
		fclk_internal_q <= fclk_internal;
		if (state == IDLE) begin
			if (fclk_internal_q == 1 && fclk_internal == 0) begin
				index <= G_BITS;
				state <= LEFT;
			end
		end else if (state == LEFT) begin
			if (sclk_q == 0 && sclk == 1) begin
				if (index > 0) begin
					index <= index-1;
					frame_left[index-1] <= din;
				end
			end
			if (fclk_internal_q == 0 && fclk_internal == 1) begin
				index <= G_BITS;
				state <= RIGHT;
			end
		end else if (state == RIGHT) begin
			if (sclk_q == 0 && sclk == 1) begin
				if (index > 0) begin
					index <= index-1;
					frame_right[index-1] <= din;
				end
			end
			if (fclk_internal_q == 1 && fclk_internal == 0) begin
				index <= G_BITS;
				state <= LEFT;
				out_frame_left <= frame_left;
				out_frame_right <= frame_right;
				out_frame_strobe <= 1;
				frame_left <= 0;
				frame_right <= 0;
			end
		end
	end
endmodule
module i2s_to_tdm
#(
	parameter G_BITS = 16
)(
	input wire in_mclk,
	input wire in_sclk,
	input wire in_fclk,
	input wire in_din,
	output wire out_mclk,
	output wire out_sclk,
	output wire out_fclk,
	output wire out_dout
);
	logic [G_BITS-1 : 0] frame_left;
	logic [G_BITS-1 : 0] frame_right;
	logic frame_strobe;
	i2s_rx
	#(
		.G_BITS(G_BITS)
	)
	i2s (
		.in_mclk(in_mclk),
		.in_sclk(in_sclk),
		.in_fclk(in_fclk),
		.in_din(in_din),
		.out_frame_left(frame_left),
		.out_frame_right(frame_right),
		.out_frame_strobe(frame_strobe)
	);
	tdm_tx
	#(
		.G_BITS(G_BITS)
	)
	tdm (
		.in_mclk(in_mclk),
		.in_frame_1(frame_left),
		.in_frame_2(frame_right),
		.in_frame_strobe(frame_strobe),
		.out_mclk(out_mclk),
		.out_sclk(out_sclk),
		.out_fclk(out_fclk),
		.out_dout(out_dout)
	);
endmodule
module tdm_tx
#(
	parameter G_BITS = 16
)(
	input wire in_mclk,
	input wire [G_BITS-1 : 0] in_frame_1,
	input wire [G_BITS-1 : 0] in_frame_2,
	input wire in_frame_strobe,
	output logic out_mclk,
	output logic out_sclk,
	output logic out_fclk,
	output logic out_dout
);
	logic [2*G_BITS-1 : 0] frame;
	logic sclk;
	logic sclk_q;
	logic frame_strobe_internal;
	logic [G_BITS-1 : 0] frame_1;
	logic [G_BITS-1 : 0] frame_2;
	initial begin
		frame = 0;
		sclk = 0;
		sclk_q = 0;
		out_fclk = 0;
	end
	always_comb begin
		out_mclk = in_mclk;
	end
	always_ff @(posedge in_mclk) begin
		sclk <= ~sclk;
		out_sclk <= sclk;
		sclk_q <= sclk;
		if (in_frame_strobe == 1) begin
			frame_strobe_internal <= 1;
			frame_1 <= in_frame_1;
			frame_2 <= in_frame_2;
		end
		if (sclk_q == 1 && sclk == 0) begin
			if (frame_strobe_internal == 1) begin
				frame_strobe_internal <= 0;
				out_fclk <= 1;
				out_dout <= 0;
				frame <= {frame_1, frame_2};
			end else begin
				out_fclk <= 0;
				out_dout <= frame[2*G_BITS-1];
				frame <= frame << 1;
			end
		end
	end
endmodule
==> changes_impl.md <==
### Implementation results

- Late-Pin Clk Latency: between 0.6 and 0.7 ns
- Drt initial violations: between 400 and 500
- Logic pwr share: 1.4%
- Mapped Cells: 897
- Max_cap viols: 0
- Most frequent CP cell: clkbuf_16
- Total gr overflow: 0
- Post-CTS Hold Buffers: 0
- Clock Skew: between 0.015 and 0.02 ns
- Port Buffer Count: 7
- Slowest CP cell: clkdlybuf4s50_1
- WP data arrival: 4.46 ns
- First-pass GRT wire length: 35800 um
- Register bit total from synthesis: between 200 and 250
- Metal3 WL: 1250 um
- Core area: between 0.03 and 0.04 sq mm
- Main flop type: edfxtp_1
- Peak supply drop: around 0.00014 V
- Vias in the first global route: about 6.9k
- DRC viols: 0
- Power Dens Cells: 203 mW/mm^2
- DR vias/cell: between 5 and 6
- Final slew viol count: 0
- Antenna diodes: 0
- Met2 routed WL: 9460 um
- Outcome: completed
- Final cell count without fillers: 1354
- Leak: about 3.7 nW
- Std-Cell Rows: 68
- Relative slew slack: 43.2%
- ANT nets after route: 0
- Unrepaired setup endpoints after global routing: no
- Layout cells sized above 1: 14.3%
- Post-synth EDFFs: 195
- Wire per inst: roughly 16 um
- Placed Cells: between 1k and 1.5k
- CP endpoint kind: output pin
- Log Warnings: 27
- Number of cells in Yosys stat: between 800 and 900
- Largest fanout on the critical path: 2
- Vias: 7110
- CP required: a little over 6 ns
- Met1 Wirelength: about 10000 um
- Number of top-level pins: 8
- Clock Pin Slew Worst Setup and Hold Paths: ~0.06 ns
- Worst reg-to-reg setup slack: about 2.1 ns
- Post-DP HPWL: about 14000 um
- Sequential Power Share: 51.1%
- Hold Crit Class: reg2reg
- Net Sw Frac: about a fifth
- Sw power: 0.458 mW
- Starting density of the core: between 30% and 40%
- CP cell instances: clkbuf_16 > clkbuf_16 > clkdlybuf4s50_1
- Hold WS: between 0.3 and 0.4 ns
- Accumulated negative setup slack: 0 ns
- Post-Syn Area per Cell: around 12 sq um
- Final setup fails: 0
- Worst-margin pin slew: ~0.85 ns
- Initial antenna violation count: 0
- Distinct lib cells used: between 70 and 80
- Clock network fraction of total power: between 40 and 50%
- Worst Slack Setup Final: roughly 1.6 ns
- Post-CTS Setup Inserts: 0
- Synthesis-to-finish area growth: 12.2%
- Final hold violation count: 0
- Post-synth ARST share: 0%
- CTS-repair resized insts: 0
- Yosys stat area: about 0.011 sq mm
- Critical path class: clk2out
- Post-synth seq share: ~58%
- Die area: ~0.036 sq mm
- Post-synthesis cell area: approximately 0.011 sq mm
- TritonCTS clock tree: done
- Final WL: 21500 um
- Pre-CTS setup slack: between 1.5 and 2 ns
- Yosys warning count: 5
- Worst path top cell family by delay: buffers and inverters
- Die X: ~190 um
- Die Span Y: roughly 190 um
- Uppermost layer routed: met4
- RePlAce Congestion: just over 0.9
- Critical path buffer and inverter count: 3
- Slowest stage delay, CP: a little over 0.4 ns
- CP Launch Type: clock port
- 1st-pass router iterations: 5
- Largest net degree at the start of global routing: 37
- Tot GR Track Use: roughly 13%
- Int Power: roughly 1.9 mW
## through the flow
stage / cell area (sq um) / power [mW] / utilization, %
6_report: 11800 / 2.40 / 34.2
2_1_floorplan: 10500 / 1.28 / -
4_1_cts: 11800 / 2.44 / 34.2
5_1_grt: 11800 / 2.48 / 34.2
3_5_place_dp: 11000 / 1.29 / 31.9
3_3_place_gp: 11000 / 1.29 / 31.9
## cells in the final DEF (no fill, tap or decap), types with 4 or more instances in the layout
cell type / synthesis / layout
clkdlybuf4s50_1: 0 / 7
clkbuf_1: 45 / 7
clkbuf_16: 0 / 25
o2111ai_1: 4 / 4
nand3_1: 19 / 19
buf_4: 3 / 18
and2_1: 12 / 12
xor2_1: 20 / 20
dfxtp_1: 10 / 10
o41ai_1: 32 / 32
nor3b_1: 7 / 7
nand4_2: 10 / 10
or2_2: 7 / 7
or3_1: 11 / 11
nand4_1: 24 / 24
a31oi_1: 6 / 6
a211oi_1: 6 / 5
a21oi_1: 66 / 65
or4_1: 8 / 8
nand2_1: 54 / 54
mux2_2: 32 / 32
nor3_1: 31 / 31
nor4_1: 19 / 19
and3_1: 43 / 43
nor2_1: 70 / 69
o31ai_1: 4 / 4
edfxtp_1: 195 / 195
o21ai_0: 19 / 19
xnor2_1: 35 / 35
nor2b_1: 7 / 6
inv_1: 9 / 9
## kinds of logic after synthesis
logic type	after synthesis	share of synthesized area [%]
adders and majority gates	2	0.238
xor gates and xnor gates	55	4.58
muxes	33	3.52
DFF	205	57.6
and+or+nand+nor	350	19.1
buffers and inverters	75	3.41
AOI/OAI and AO/OA	177	11.6
## Yosys cell counts (all sizes together), types with 3 or more instances
cell,number,area share (%)
nand4b,3,0.25
and2,12,0.71
and3,43,2.6
xnor2,35,2.9
o41ai,33,2.8
or3,11,0.65
nor4b,5,0.68
o31ai,4,0.29
nor2,70,2.5
nor2b,7,0.42
clkbuf,45,1.6
nand4,34,2.6
edfxtp,195,56
nand3,22,1.3
buf,21,1.5
nor3b,7,0.50
inv,9,0.32
a211oi,6,0.43
o21a,3,0.21
o21ai,22,1.1
or4,9,0.68
dfxtp,10,1.9
a22oi,3,0.21
nor3,34,1.8
a31o,3,0.25
o2111ai,4,0.33
nand2,55,2.0
mux2,32,3.4
o22ai,4,0.24
a21oi,66,3.1
a221o,3,0.29
or2,7,0.42
xor2,20,1.7
a31oi,6,0.36
nor4,20,1.2
## layer usage
| metal | GRT usage [%] | vias up |
|---|---|---|
| met1 | 20.2 | 3370 |
| met4 | 3.60 | 0 |
| met3 | 2.80 | 41 |
| li1 | - | 3469 |
| met2 | 18.5 | 230 |
| met5 | 0 | - |
## worst register-to-register path, stage by stage (launching register included)
cell and delay [ns]:
edfxtp_1 0.58, inv_1 0.18, ha_1 0.46, or4b_1 0.60, xnor2_1 0.17, o31ai_1 0.47
nand3_2 0.27, or4b_1 0.58, o21ai_0 0.24, a211oi_1 0.13, o21ai_2 0.63, and2_1 0.43
buf_4 0.34, o41ai_1 0.13, a21oi_1 0.16
## final timing paths
path,from,to,cells after the start
worst min-delay path,i2s.sclk,i2s.sclk_q,0
worst max register to register,i2s.index[0],i2s.frame_left[3],14
worst max-delay path,in_mclk,out_mclk,3
worst min register to register,i2s.sclk,i2s.sclk_q,0
## power groups by stage
stage / clock [mW] / combinational (mW) / sequential, mW
4_1_cts: 1.17 / 0.0345 / 1.23
5_1_grt: 1.22 / 0.0378 / 1.23
6_report: 1.14 / 0.0343 / 1.23
## cell type report
| type | count | area [sq um] |
|---|---|---|
| Timing Repair Buffer | 24 | 195 |
| Tap cell | 455 | 569 |
| Sequential cell | 205 | 6060 |
| Clock buffer | 35 | 689 |
| Fill cell | 3395 | 22700 |
| Multi-Input combinational cell | 617 | 4140 |
| Clock inverter | 9 | 115 |
| Inverter | 9 | 33.8 |
## registers in the layout, summed over array words and instances, names as in the netlist, 16 cells and up
name and flops:
tdm.frame 32, i2s.frame_left 16, i2s.out_frame_right 16, i2s.out_frame_left 16
i2s.state 32, i2s.index 32, i2s.frame_right 16, tdm.frame_1 16
tdm.frame_2 16
Power figures rest on the tool's default switching activity, not on a simulated workload.
